[flow/run.sh]
#!/bin/bash
# OpenROAD 26Q1-2900-gdf79404cd8, Yosys 0.63+post, stock flow scripts
make -C /OpenROAD-flow-scripts/flow DESIGN_CONFIG=/design/flow/config.mk WORK_HOME=/design/flow/orfs finish
[flow/config.mk]
export PLATFORM = sky130hd
export DESIGN_NAME = led_driver
export DESIGN_NICKNAME = led_driver
export VERILOG_FILES = /design/flow/design.v
export SDC_FILE = /design/flow/constraint.sdc
export NUM_CORES = 4
export LEC_CHECK = 1
export CORE_AREA = 10 10 70 70
export DIE_AREA = 0 0 80 80
[flow/constraint.sdc]
current_design led_driver

set clk_period 2.2
set clk_io_pct 0.2

create_clock -name clk0 -period $clk_period [get_ports {clk}]

set non_clock_inputs [all_inputs -no_clocks]
set_input_delay [expr $clk_period * $clk_io_pct] -clock clk0 $non_clock_inputs
set_output_delay [expr $clk_period * $clk_io_pct] -clock clk0 [all_outputs]
[flow/design.v]
`timescale 1ns / 1ps
module led_driver(
input                   rstN,        
input                   clk,         
output     logic [6:0]  segment,
output     logic [3:0]  anode
);
typedef enum logic[6:0] {
one     =   7'b1111001,
two     =   7'b0100100,
three   =   7'b0110000,
four    =   7'b0011001,
five    =   7'b0010010,
six     =   7'b0000010,
seven   =   7'b1111000,
eight   =   7'b00000000,
nine    =   7'b0010000
} digits_def;
typedef enum logic [2:0] {
RESET   = 3'b000,
DIGIT3  = 3'b001,
DIGIT2  = 3'b010,
DIGIT1  = 3'b011,
DIGIT0  = 3'b100
} states_t;
states_t state, next_state;
digits_def number;
always_ff @(posedge clk or negedge rstN)
    if (!rstN)
        state <= RESET;
    else
        state <= next_state;
always_comb begin
    unique case (state)
        RESET:
            next_state = DIGIT3;  
        DIGIT3:
            next_state = DIGIT2;
        DIGIT2:
            next_state = DIGIT1;
        DIGIT1:
            next_state = DIGIT0;
        DIGIT0:
            next_state = DIGIT3;
         endcase
     end
always_comb begin
    unique case (state)
        RESET: { anode, segment} = 9'b000000000; 
        DIGIT3: { anode, segment} = {4'b0111, nine};
        DIGIT2: { anode, segment} = {4'b1011, one};
        DIGIT1: { anode, segment} = {4'b1101, one};
        DIGIT0: { anode, segment} = {4'b1110, three};
      endcase
    end
endmodule
==> ci_impl_report.md <==
### Metrics collected by this job

| Metric | Value |
|---|---|
| Die Span X | 80 um |
| OpenROAD warnings | 25 |
| Starting Density | 0.0634 |
| Final slew viol count | 0 |
| Setup Total Neg Slack | 0 ns |
| Clk latency late pin | 0.24 ns |
| Num CTS Buffers | 3 |
| # Cells Yosys | 18 |
| FILL cells | 396 |
| Gr usage total | 0.0156 |
| Seq/Total Area, Yosys | 0.584 |
| PwrDens | 537 nW/um2 |
| Dominant logic cell type in the layout | clkdlybuf4s50_1 |
| 1st-pass router iterations | 2 |
| CTS tree | built |
| Antenna violations before repair | 0 |
| CP Max Fanout | 7 |
| Fin crit share | 0.923 |
| DR DRC count | 0 |
| Vias per cell | ~2.1 |
| Post-cts resize count | 0 |
| Critical path class | flip-flop to output port |
| DR WL/cell | around 6.5 um |
| Largest reg by FF count | state |
| Reg clk slew, reported paths | 0.04 ns |
| Final WL | 491 um |
| Rows | 21 |
| I/O pins | 13 |
| Status | finished, final reports clean |
| CP Cell Sequence | or4_1 > clkdlybuf4s50_1 |
| Vias in the first global route | 154 |
| CP Data Arrival Time | approximately 1.6 ns |
| CTS sink count | 5 |
| Gate Count Post-Synth | 18 |
| RSZ-0062 raised after global routing | no |
| Worst vdd ir | ~0.15 mV |
| P_leak | ~0.00012 uW |
| Mean Syn Cell Area | approximately 12 um2 |
| Final core occ | 0.111 |
| Synthesis Warnings | 1 |
| Critical Path End Type | output port |
| Fmax | around 0.49 GHz |
| Largest regs | state: 5 flops |
| Grt ovf | 0 |
| Routed vias | 162 |
| Crit path DRT | approximately 1.8 ns |
| IO Port Bufs | 10 |
| Die Span Y | 80 um |
| Total die area | about 6400 um2 |
| CP peak stage delay | approximately 0.51 ns |
| H-tree depth | 1 |
| Hold bufs inserted after CTS | 0 |
| Register area | ~130 um2 |
| Final ANT Viol Nets | 0 |
| Yosys synthesis chip area | 216 um2 |
| Clock Skew | 0.00335 ns |
| Clock buffer depth | 2 |
| Largest register FFs | 5 |
| Top cells excl fill/tap | clkdlybuf4s50_1 (10), or3_2 (4), dfrtp_1 (4), conb_1 (3), clkbuf_4 (3) |
| Core Area | approximately 3400 um2 |
| Yosys reg bits | 5 |
| Placer Congestion | between 0.7 and 0.8 |
| Pin count of the biggest net entering global routing | 8 |
| Hold Path Class | flip-flop to flip-flop |
| Area growth syn-to-layout | 74.6% |
| Global-route wire length before repair | 731 um |
| CP max stage cell | or4_1 |
| Area of the mapped netlist | about 220 um2 |
| Layout cells sized above 1 | 0.333 |
| Crit path launch type | flip-flop |
| Minimum clock period | ~2 ns |
| Postcts setup bufs | 0 |
| Post-synth cell types | 8 |
| Diode count | 0 |
| Max Cap Viol | 0 |
| Multi-input gate area | around 68 um2 |
| Iteration-0 DRC Markers | 2 |
| Root Driver | clkbuf_4 |
| Final hold vios | 0 |
| Final setup fails | 0 |
## report_power, final
group / total, uW / switching [uW] / internal (uW) / leakage (uW)
Clock: 105 / 36.5 / 68.5 / 0.0000150
Combinational: 3.83 / 2.24 / 1.59 / 0.0000588
Sequential: 94.2 / 0.182 / 94.0 / 0.0000455
Total: 203 / 38.9 / 164 / 0.000119
## stage by stage
stage / setup WS [ns] / hold slack (ns) / instance area [um2] / instances / power, uW
final: 0.169 / 0.421 / 378 / 76 / 203
after floorplan: 0.919 / 0.144 / 224 / 20 / 98.1
after CTS: 0.150 / 0.428 / 378 / 76 / 207
after detailed placement: 0.419 / 0.419 / 352 / 72 / 99.5
after global routing: 0.0892 / 0.428 / 378 / 76 / 219
after global placement: 0.441 / 0.412 / 352 / 72 / 99.3
## layout make-up
class | count | share of cell area
Tap cell | 46 | 0.152
Timing Repair Buffer | 10 | 0.265
Sequential cell | 5 | 0.334
Multi-Input combinational cell | 11 | 0.179
Clock buffer | 4 | 0.0695
## Yosys cell counts
library cell	n	area (um2)
conb_1	1	3.75
or3_1	1	6.26
dfrtp_1	4	100
buf_4	4	30.0
or3_2	4	30.0
dfstp_2	1	26.3
or2_2	2	12.5
or4_1	1	7.51
## worst paths after layout
| path | startpoint | to | slack, ns | cells after the start |
|---|---|---|---|---|
| min in group asynchronous | rstN | state[4]$_DFF_PN0_ | 0.43 | 1 |
| max reg2reg | state[1]$_DFF_PN0_ | state[3]$_DFF_PN0_ | 1.37 | 1 |
| max in group asynchronous | rstN | state[0]$_DFF_PN1_ | 1.50 | 1 |
| min | state[3]$_DFF_PN0_ | state[2]$_DFF_PN0_ | 0.42 | 0 |
| min reg2reg | state[3]$_DFF_PN0_ | state[2]$_DFF_PN0_ | 0.42 | 0 |
| max | state[4]$_DFF_PN0_ | segment[4] | 0.17 | 2 |
## per-layer routing
layer,vias to the layer above,share of wire,global-route usage
li1,78,-,-
met1,69,0.45,0.0188
met2,15,0.23,0.0136
met3,0,0.32,0.0239
met4,0,0,0.00176
met5,-,0,0
## cells by family (layout without fill, tap and decap cells)
kind of cell | Yosys count | count (layout) | synth area share
flops | 5 | 5 | 0.584
buf+inv | 4 | 14 | 0.139
simple gates | 8 | 8 | 0.260
other cells | 1 | 3 | 0.0173
## worst max-delay path, delay by kind of cell (launching register included)
family,cells,cell delay (ns)
buffers and inverters,1,0.42
DFF,1,0.41
and+or+nand+nor,1,0.51
No activity file was given, so power comes from the tool's default toggle rates.

==> flow/design.v <==
module clk_ndiv
# (divider = 2500000)
(
input                       clk,
input                       rstN,
output  logic                 clk_out
);
logic                     [31:0] count;
always @(posedge clk, negedge rstN)
    begin
        if(!rstN) begin
            count <= 32'b0;
        end
        else begin
            if(count == divider-1) begin
                count <= 32'b0;
            end else begin
                count <= count + 1'b1;
            end
        end
    end
always @(posedge clk, negedge rstN)
    begin
        if(!rstN) begin
            clk_out <= 1'b0;
        end else begin
            if(count == divider-1) begin
                clk_out <= ~clk_out;
            end else begin
                clk_out <= clk_out;
            end
        end
    end
endmodule
==> flow/run.sh <==
#!/bin/bash
# OpenROAD 26Q1-2900-gdf79404cd8, Yosys 0.63+post, stock flow scripts
make -C /OpenROAD-flow-scripts/flow DESIGN_CONFIG=/design/flow/config.mk WORK_HOME=/design/flow/orfs finish
==> flow/config.mk <==
export PLATFORM = sky130hd
export DESIGN_NAME = clk_ndiv
export DESIGN_NICKNAME = clk_ndiv
export VERILOG_FILES = /design/flow/design.v
export SDC_FILE = /design/flow/constraint.sdc
export NUM_CORES = 4
export LEC_CHECK = 1
export CORE_UTILIZATION = 30
==> flow/constraint.sdc <==
current_design clk_ndiv

set clk_period 6.4
set clk_io_pct 0.2

create_clock -name clk0 -period $clk_period [get_ports {clk}]

set non_clock_inputs [all_inputs -no_clocks]
set_input_delay [expr $clk_period * $clk_io_pct] -clock clk0 $non_clock_inputs
set_output_delay [expr $clk_period * $clk_io_pct] -clock clk0 [all_outputs]
==> impl_metrics.json <==
{
  "cts_repair_resize_count": 0,
  "post_drt_via_cell_ratio": 4.816,
  "outcome": "finished, final reports clean",
  "hold_buf_count_cts": 0,
  "timing.critical_path.max_delay_family": "buffers and inverters",
  "drt_pre_antenna_iters": 4,
  "port-buffer-count": 2,
  "postSynthRegisterBits": 33,
  "global_route.usage.total_pct": 12.14,
  "topCombFamilyByArea": "simple AND/OR/NAND/NOR gates",
  "maxSlewViolCount": 0,
  "globalRouteOverflowTotal": 0,
  "clk-insertion-delay-late_ns": 0.28,
  "detailroute.via_count": 1074,
  "yosys_area_mm2": 0.001605,
  "top_level_ports": 3,
  "power_density_of_the_placed_cells_mw_per_mm2": 209.2,
  "ant_nets": 0,
  "critical_path.endpoint_type": "output pin",
  "post_synth.cell_area_avg_um2": 10.92,
  "placed_wire_length_estimate_after_detailed_placement_um": 1940,
  "worst_r2r_startpoint": "count[0]",
  "cts_buffers": 5,
  "rows": 26,
  "crit_end": "clk_out",
  "routed_wirelength_um": 2844,
  "rsz0062_at_grt": "no",
  "wire_per_inst_um": 12.75,
  "syn-instance-count": 147,
  "first_global_vias": 994,
  "adder_share_pct": 0.7794,
  "max-cap-violations": 0,
  "min_delay_path_depth": 1,
  "totalNegativeSetupSlack_ns": 0,
  "cts.repair_timing.setup_buffer_count": 0,
  "wire_length_of_the_first_global_routing_pass_um": 4981,
  "fp.coreArea_mm2": 0.005140,
  "clock_path_buffers": 2,
  "clock-root-buffer": "clkbuf_8",
  "total_leakage_power_nw": 0.8359,
  "synth_cell_types": 26,
  "warning_count": 25,
  "timing.rr.end": "count[17]",
  "startpoint": "clk_out",
  "insertedDiodeCount": 0,
  "dieArea_mm2": 0.005648,
  "initial_antenna_violation_count": 0,
  "worstSetupPathDepth": 1,
  "final.period_utilization_pct": 37.41,
  "filler_cell_count": 552,
  "vdd.ir_drop.worst_mv": 0.1120,
  "worstMarginPinSlew_ns": 0.6268,
  "cp_max_fo": 2,
  "cts_tree": "done",
  "maxClockFrequency_ghz": 0.4177,
  "finalSetupViolCount": 0,
  "hold_path.class": "reg2reg",
  "slew-limit-headroom_pct": 57.86,
  "seq_area_frac_synth_pct": 51.44,
  "die_w_um": 75.15,
  "mux_area_share_pct": 0,
  "die_h_um": 75.15,
  "clk_pin_slew_ns": 0.07,
  "finalWorstPathRequiredPeriod_ns": 2.394,
  "tritoncts_num_sinks": 33,
  "timing.critical_path.slowest_cell_delay_ns": 0.46,
  "cts_max_level": 2,
  "bufs_and_invs_on_worst_path": 1,
  "crit_path_launch_type": "flop",
  "synth.cell_area_mm2": 0.001605,
  "cp.required_ns": 5.12,
  "drt_iter0_markers": 92,
  "yosysWarningCount": 1,
  "hold_violations": 0,
  "largest_net_degree_at_the_start_of_global_routing": 34,
  "reg2reg_depth": 6,
  "share_of_the_synthesized_netlist_area_taken_by_xor_and_xnor_gates_pct": 15.28,
  "fp_util_pct": 31.23,
  "area_grow_syn2layout_pct": 11.22,
  "post_synth_and_or_nand_nor_area_fraction_pct": 27.98,
  "cp_data_arrival_time_ns": 1.11,
  "compound_share_synth_pct": 2.027,
  "setup.reg_to_reg.worst_slack_ns": 4.31,
  "worst_case_clock_skew_ns": 0.006787,
  "critPathKind": "reg2out",
  "yosysCellCount": 147,
  "timing.critical_path.cells": "clkdlybuf4s50_1",
  "critical-path-slowest-cell": "clkdlybuf4s50_1",
  "final_layout_size_suffix_gt1_share_pct": 9.804,
  "post-layout-total-power_mw": 0.3735,
  "remaining_drcs": 0,
  "routabilityCongestion": 0.8424
}
-- cells by family (layout without fill, tap and decap cells) --
kind of cell	count (synthesis)	count (layout)
buffers and inverters	7	13
AND/OR/NAND/NOR	72	72
adder cells (fa/ha/maj)	1	1
XOR/XNOR	28	28
AND-OR/OR-AND	6	6
flip-flops	33	33
-- worst min-delay path by stage --
| stage | from | slack, ns | end |
|---|---|---|---|
| after CTS | count[31] | 0.48 | count[31] |
| after global routing | count[31] | 0.49 | count[31] |
| final | count[31] | 0.47 | count[31] |
-- power by group --
group	switching, mW	internal (mW)	total, mW
clock	0.0751	0.0849	0.160
combinational	0.00392	0.000933	0.00485
sequential	0	0.209	0.209
-- placed cells by master, fill, tap and decap left out, types with 4 or more instances in the layout --
cell type,instances
nand3_1,11
nand2_1,10
nor2_1,10
and3_1,5
nand4_1,5
nor4_1,5
nor4_2,4
xnor2_1,6
dfrtp_1,33
clkbuf_8,6
and2_1,4
and4_1,5
xor2_1,22
-- synthesized netlist by cell type, drive strengths merged --
| library cell | count | area share, % |
|---|---|---|
| dfrtp | 33 | 51 |
| or4 | 1 | 0.47 |
| ha | 1 | 0.78 |
| or3 | 3 | 1.2 |
| a21oi | 3 | 0.94 |
| and2 | 4 | 1.6 |
| nand2 | 10 | 2.3 |
| nand3 | 11 | 3.4 |
| and4 | 6 | 3.4 |
| nor3 | 3 | 0.94 |
| buf | 5 | 2.0 |
| nor4 | 9 | 5.1 |
| o31ai | 1 | 0.47 |
| xor2 | 22 | 12 |
| nor4b | 3 | 1.6 |
| and3 | 5 | 1.9 |
| nand4 | 6 | 3.3 |
| xnor2 | 6 | 3.3 |
| nor2 | 10 | 2.3 |
| inv | 2 | 0.47 |
| o21ai | 2 | 0.62 |
| nor2b | 1 | 0.39 |
-- layout make-up --
class | count | area (um^2) | share of cell area [%]
sequential | 33 | 825.8 | 46.25
multi-input combinational | 107 | 739.5 | 41.42
tap | 70 | 87.58 | 4.905
clock buffer | 6 | 82.58 | 4.625
timing repair buffer | 4 | 35.03 | 1.962
clock inverter | 1 | 7.507 | 0.4205
inverter | 2 | 7.507 | 0.4205
-- stage by stage --
step                instances  hold WS, ns  utilization [%]  worst slack (ns)  cell area, um^2
floorplan                 147       0.4204                -             4.769             1605
global placement          216       0.4643            32.98             4.306             1695
detailed placement        216       0.4574            32.98             4.319             1695
CTS                       223       0.4758            34.74             3.991             1785
global route              223       0.4908            34.74             3.966             1785
finish                    223       0.4735            34.74             4.006             1785
-- flip-flops by register name, summed over array words and instances (netlist names) --
signal and count:
clk_out 1, count 32
-- routing by layer --
layer / routed length [um] / vias to the layer above / GRT usage (%)
met1: 1474 / 524 / 19.59
met4: 31 / 0 / 1.440
met3: 117 / 4 / 4.206
met5: 0 / - / 0
li1: - / 535 / -
met2: 1221 / 11 / 16.82
No activity file was given, so power comes from the tool's default toggle rates.
